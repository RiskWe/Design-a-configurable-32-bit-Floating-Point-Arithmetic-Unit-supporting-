==> design/flow/config.mk <==
export PLATFORM = sky130hd
export DESIGN_NAME = adder_float
export DESIGN_NICKNAME = adder_float
export VERILOG_FILES = /design/flow/design.v
export SDC_FILE = /design/flow/constraint.sdc
export NUM_CORES = 4
export LEC_CHECK = 1
export CORE_UTILIZATION = 30
==> design/flow/run.sh <==
#!/bin/bash
# OpenROAD 26Q1-2900-gdf79404cd8, Yosys 0.63+post, stock flow scripts
make -C /OpenROAD-flow-scripts/flow DESIGN_CONFIG=/design/flow/config.mk WORK_HOME=/design/flow/orfs finish
==> design/flow/constraint.sdc <==
current_design adder_float

set clk_period 46.0
set clk_io_pct 0.2

create_clock -name clk0 -period $clk_period

set non_clock_inputs [all_inputs -no_clocks]
set_input_delay [expr $clk_period * $clk_io_pct] -clock clk0 $non_clock_inputs
set_output_delay [expr $clk_period * $clk_io_pct] -clock clk0 [all_outputs]
==> design/flow/design.v <==
module adder_float(
    input [31:0] a,   
    input [31:0] b,   
    output [31:0] result   
);
    wire sign_a = a[31];
    wire sign_b = b[31];
    wire [7:0] exp_a = a[30:23];
    wire [7:0] exp_b = b[30:23];
    wire [23:0] mant_a = {1'b1, a[22:0]};  
    wire [23:0] mant_b = {1'b1, b[22:0]};  
    wire [7:0] exp_diff = (exp_a > exp_b) ? (exp_a - exp_b) : (exp_b - exp_a);
    wire [23:0] mant_a_shifted, mant_b_shifted;
    assign mant_a_shifted = (exp_a > exp_b) ? mant_a : (mant_a >> exp_diff);
    assign mant_b_shifted = (exp_b > exp_a) ? mant_b : (mant_b >> exp_diff);
    wire [7:0] exp_common = (exp_a > exp_b) ? exp_a : exp_b;
    wire [24:0] mant_sum;
    assign mant_sum = (sign_a == sign_b) ? (mant_a_shifted + mant_b_shifted) :
                      (mant_a_shifted > mant_b_shifted) ? (mant_a_shifted - mant_b_shifted) :
                                                          (mant_b_shifted - mant_a_shifted);
    reg [7:0] exp_result;
    reg [23:0] mant_result;
    wire sign_result;
    always @(*) begin
        if (mant_sum[24]) begin
            mant_result = mant_sum[24:1];   
            exp_result = exp_common + 1;    
        end else begin
            mant_result = mant_sum[23:0];   
            exp_result = exp_common;        
        end
    end
    assign sign_result = (mant_sum == 0) ? 0 : 
                         (sign_a == sign_b) ? sign_a : 
                         (mant_a > mant_b) ? sign_a : sign_b;
    assign result = (mant_sum == 0) ? 32'b0 : {sign_result, exp_result, mant_result[22:0]};   
endmodule
==> Slide: Implementation Results <==
Key Metrics from the Run

Floorplan
  – Number of placed I/O pins: 96
  – Horizontal die dimension: 175 um
  – Chip area: 30800 sq um
  – Core Footprint: 29600 sq um
  – Vertical extent of the die: 175 um
  – Number of placement rows: 63
  – Share of the core filled by cells before placement: 30.4%

Finish
  – Final core utilization: 34.8%
  – Most frequently placed logic cells in the final layout: sky130_fd_sc_hd__nand2_1, sky130_fd_sc_hd__a21oi_1, sky130_fd_sc_hd__nor2_1, sky130_fd_sc_hd__ha_1, sky130_fd_sc_hd__clkdlybuf4s50_1
  – Gate Area: 8360 sq um
  – Most common library cell in the layout ignoring fill and taps: sky130_fd_sc_hd__nand2_1
  – Area growth from synthesis to layout: 14.5%
  – Register cell area after layout: 0 sq um
  – FF+latch count: 0
  – Layout clock buffers: 0
  – Final Non-Filler Cells: 1718
  – Fraction of final layout cells with drive strength greater than 1: 7.45%
  – Filler cells: 3222

Logic synthesis
  – Distinct cell type count of the synthesized netlist: 84
  – Netlist Area Pre-Place: 9020 sq um
  – Count of yosys warnings during synthesis: 1
  – Yosys synthesis chip area: 9020 sq um
  – Cell taking the most area after synthesis: sky130_fd_sc_hd__ha_1
  – Number of cell instances after yosys synthesis: 1294
  – Mapped Cells: 1294
  – Post-synth seq share: 0%
  – Top-area cell share: 15.7%
  – Per-instance average area after synthesis: 6.97 sq um
  – Biggest area contributors in the synthesized netlist: sky130_fd_sc_hd__ha_1, sky130_fd_sc_hd__mux2i_1, sky130_fd_sc_hd__mux4_2

STA
  – Final worst path period share: 61.6%
  – Peak clock frequency supported by timing: 35.3 MHz
  – Transition time of the tightest slew-check pin: 0.926 ns
  – Minimum clock period after layout: 28.33 ns
  – Total negative slack: 0 ns
  – RSZ-0062 raised after global routing: no
  – Final max-slew violation count: 0
  – Worst hold-check slack: 19.54 ns
  – Rel. slew slack: 37.8%
  – Count of final hold-check violations: 0
  – Final-report setup violation count: 0

Min path
  – Class of the tightest hold or removal check: in2out
  – Destination of the worst hold path: result[31]
  – WHS Path Cells: 4
  – Startpoint of the lowest-slack hold path: b[31]

Global route
  – First-pass GRT wire length: 55400 um
  – Most utilized layer in the global route result: met1
  – Largest net degree at the start of global routing: 47
  – GRT met3 Usage: 2.74%
  – Initial antenna violation count: 1
  – Number of global-route vias before repair: 9330
  – Met2 usage: 33.8%
  – Remaining global-route overflow: 0
  – Global-route met1 utilization: 37.8%
  – Global router's overall resource usage: 23.3%

Placed design
  – Detailed placer's ending HPWL: 29800 um
  – Number of instances in the placed design: 1718
  – Weighted congestion at the end of routability-driven global placement: 1.01
  – Count of port buffers added during placement: 96

Power
  – Share of total power in the clock network: 0%
  – Sequential group share of total power: 0%
  – Post-layout total power: 0.352 mW
  – Internal portion of total power: 0.144 mW
  – Fraction of power spent switching nets: 59.1%
  – Maximum vdd ir drop: 14.8 uV
  – Cell area power density: 34.1 nW/um^2
  – Logic pwr share: 100.0%
  – Net Switching: 0.208 mW
  – Leakage power: 4.19 nW

Drt
  – Vias post-DR: 10100
  – Pre-antenna DRT Iters: 5
  – Final ANT Viol Nets: 0
  – DR DRC count: 0
  – Average detailed-routed wire length per instance: 20.8 um
  – Detailed-route wire length: 35800 um
  – Antenna diode count: 0
  – DRT iter0 DRCs: 948
  – Vias per std cell: 5.89

Outcome
  – Status: finished, final reports clean

Setup path
  – Crit path largest cell delay: 0.76 ns
  – Startpoint type of the worst setup path: input pin
  – Type of destination of the critical path: output pin
  – Required time at the worst-slack endpoint: 36.80 ns
  – Biggest fanout along the worst timing path: 44
  – Type of the worst setup path: in2out
  – Slowest CP cell: sky130_fd_sc_hd__o41ai_1
  – Endpoint arrival time on the critical path: 19.13 ns

CTS
  – Cell resize tally after clock tree synthesis: 0
  – Number of buffers inserted for hold repair after clock tree synthesis: 0
  – Post-CTS setup buffer count: 0

Run
  – Number of warnings in the stage logs: 89
  – Max-capacitance violation count: 0
power by group through the flow:
stage / logic (mW) / clock network, mW / registers, mW
finish: 0.352 / 0 / 0
global route: 0.382 / 0 / 0
CTS: 0.348 / 0 / 0
area by class of cell:
type / count / share of cell area [%]
multi-input cells: 1114 / 81.0
repair buffers: 115 / 10.7
inverters: 99 / 3.60
well taps: 390 / 4.73
worst max path at each step:
stage | start | end | slack, ns | depth (start not counted)
CTS | a[23] | result[25] | 17.72 | 27
global route | a[23] | result[29] | 17.08 | 28
finish | a[23] | result[25] | 17.67 | 27
through the flow:
step / area, sq um / setup slack, ns
floorplan: 9020 / 21.34
global placement: 10300 / 18.01
detailed placement: 10300 / 17.75
CTS: 10300 / 17.72
global route: 10300 / 17.08
finish: 10300 / 17.67
critical path: cells and delay by family:
family	cells	cell delay, ns
and+or+nand+nor	9	3.66
adders and majority gates	2	0.79
AOI/OAI and AO/OA	8	2.63
muxes	2	0.65
buffers and inverters	5	1.94
xor gates and xnor gates	1	0.19
Yosys cell counts, types with 5 or more instances:
cell type,count
sky130_fd_sc_hd__or3_1,9
sky130_fd_sc_hd__a221oi_1,7
sky130_fd_sc_hd__o31a_1,12
sky130_fd_sc_hd__nand3_1,48
sky130_fd_sc_hd__o311a_1,6
sky130_fd_sc_hd__mux4_2,29
sky130_fd_sc_hd__nand2b_1,12
sky130_fd_sc_hd__a31oi_1,23
sky130_fd_sc_hd__a211oi_1,12
sky130_fd_sc_hd__mux2_2,13
sky130_fd_sc_hd__nor3_1,26
sky130_fd_sc_hd__nand2_1,128
sky130_fd_sc_hd__inv_1,94
sky130_fd_sc_hd__o211ai_1,17
sky130_fd_sc_hd__o21bai_1,10
sky130_fd_sc_hd__o2111ai_1,7
sky130_fd_sc_hd__xor2_1,7
sky130_fd_sc_hd__o22ai_1,6
sky130_fd_sc_hd__a21o_1,19
sky130_fd_sc_hd__clkbuf_1,44
sky130_fd_sc_hd__a22o_1,8
sky130_fd_sc_hd__fa_1,5
sky130_fd_sc_hd__buf_2,29
sky130_fd_sc_hd__nor4_1,13
sky130_fd_sc_hd__o21a_1,11
sky130_fd_sc_hd__buf_1,6
sky130_fd_sc_hd__and3_1,7
sky130_fd_sc_hd__a21oi_1,123
sky130_fd_sc_hd__nor2b_1,14
sky130_fd_sc_hd__o21ai_0,50
sky130_fd_sc_hd__a22oi_1,6
sky130_fd_sc_hd__and2_1,14
sky130_fd_sc_hd__mux2i_1,76
sky130_fd_sc_hd__xnor2_1,28
sky130_fd_sc_hd__o311ai_0,7
sky130_fd_sc_hd__nor2_1,115
sky130_fd_sc_hd__o31ai_1,32
sky130_fd_sc_hd__nand4_1,19
sky130_fd_sc_hd__o211a_1,5
sky130_fd_sc_hd__ha_1,113
sky130_fd_sc_hd__o21ai_1,5
routing by layer:
layer	wire [um]	part of all wire, %
met1	17700	50
met4	486	1.4
met3	2720	7.6
met5	13	0.036
met2	14800	41
kinds of logic after synthesis:
kind of cell             after synthesis  synth area share [%]
AND/OR/NAND/NOR                      429                  23.0
AND-OR/OR-AND                        413                  31.3
buffers and inverters                180                  8.06
multiplexers                         119                  17.5
adder cells (fa/ha/maj)              118                  16.8
XOR/XNOR                              35                  3.40
Power is estimated from default activity; no workload was simulated.
